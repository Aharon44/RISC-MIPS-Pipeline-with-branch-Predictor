### run.sh
#!/bin/bash
# OpenROAD 26Q1-2900-gdf79404cd8, Yosys 0.63+post, stock flow scripts
make -C /OpenROAD-flow-scripts/flow DESIGN_CONFIG=/design/flow/config.mk WORK_HOME=/design/flow/orfs finish
### config.mk
export PLATFORM = sky130hd
export DESIGN_NAME = EX_WB
export DESIGN_NICKNAME = EX_WB
export VERILOG_FILES = /design/flow/design.v
export SDC_FILE = /design/flow/constraint.sdc
export NUM_CORES = 4
export LEC_CHECK = 1
export CORE_AREA = 10 10 70 70
export DIE_AREA = 0 0 80 80
### constraint.sdc
current_design EX_WB

set clk_period 1.0
set clk_io_pct 0.2

create_clock -name clk0 -period $clk_period [get_ports {clk}]

set non_clock_inputs [all_inputs -no_clocks]
set_input_delay [expr $clk_period * $clk_io_pct] -clock clk0 $non_clock_inputs
set_output_delay [expr $clk_period * $clk_io_pct] -clock clk0 [all_outputs]
### design.v
`timescale 1ns/1ns
module EX_WB#(
	      parameter DATA_WIDTH = 1,
	      parameter ADDR_WIDTH = 1,
	      parameter REG_ADDR_WIDTH = 1
	      )(
		input 				clk,
		input 				reset,
		input 				flush,
		input [DATA_WIDTH-1:0] 		alu_output_in,
		input [ADDR_WIDTH-1:0] 		ram_addr_in, 
		input [REG_ADDR_WIDTH-1:0] 	reg_addr_wr_in,
		input 				wr_reg_in,
		input 				mem_to_reg_in,
		output reg [DATA_WIDTH-1:0] 	alu_output_out,
		output reg [ADDR_WIDTH-1:0] 	ram_addr_out, 
		output reg [REG_ADDR_WIDTH-1:0] reg_addr_wr_out,
		output reg 			wr_reg_out,
		output reg 			mem_to_reg_out
		);
always @(posedge clk)
  if (reset || flush)
    begin
       alu_output_out <= 0;       
       ram_addr_out <= 0; 
       reg_addr_wr_out <= 0;       
       wr_reg_out <= 0;       
       mem_to_reg_out <= 0;       
    end 
   else
    begin
       alu_output_out <= alu_output_in;       
       ram_addr_out <= ram_addr_in; 
       reg_addr_wr_out <= reg_addr_wr_in;       
       wr_reg_out <= wr_reg_in;       
       mem_to_reg_out <= mem_to_reg_in;   
    end
endmodule
==> run summary <==
Outcome = finished clean
Worst Setup End Kind = output port
Root Buffer = clkbuf_4
Routability cong. = 0.560
Fin crit share = 95.6%
Minimum clock period = 956 ps
Layout cells sized above 1 = 11.5%
Syn avg cell area = 13.8 sq um
Fill cell total of the finished layout = 401
Max-area cell share = 72.7%
Layout Utilization = 9.82%
TritonCTS clock tree = built
Initial Util = 4.03%
PwrDens = 1440 nW/um^2
H-tree depth = 1
Slowest CP cell = dfxtp_1
CP cell instances = dlygate4sd2_1
Stage-log warning count = 28
Cell leakage power = 0.000127 uW
Crit start category = flop
Max-cap violation count = 0
Critical Path RT = 800 ps
Synth Warn # = 1
Postcts setup bufs = 0
Worst-Margin Slew = 233 ps
Yosys top cell by area = dfxtp_1
Initial DRT Pass Iterations = 2
Delay-heaviest family, CP = flip-flops
Largest fanout on the critical path = 1
WHS Path Cells = 2
RSZ-0062 raised after global routing = false
Number of DRC markers in iteration 0 = 2
Num CTS Buffers = 3
Core Box Area = 3420 sq um
Top cells by count = dfxtp_1 (5), nor3b_1 (5)
Die Y = 80 microns
CTS Buffer Depth = 2
Slew HR = 84.4%
Post-synth cell types = 2
Synthesis-to-finish area growth = 144%
Cell area leaders = dfxtp_1 (73%), nor3b_1 (27%)
Drt drc = 0
Number of port buffers = 12
Top_reg_cell synth = dfxtp_1
Congestion Overflow GR = 0
Initial antenna violation count = 0
Ys async rst share = 0%
DRT Wirelength = 568 microns
Chip area = 6400 sq um
VDD IR max = 0.000210 V
Number of cells in Yosys stat = 10
Logic cell area = 37.5 sq um
Vias = 142
Post-route ant nets = 0
N_diodes = 0
Die X = 80 microns
Critical Path AT = 760 ps
Final setup fails = 0
Total Routing Usage GR = 1.81%
Area occupied by registers = 100 sq um
Crit Path Class = flop to output port
Chip area in the Yosys report = 138 sq um
Vias in the first global route = 165
Upper clock frequency limit = 1050 MHz
EDFF count, synth = 0
# IOs = 13
Tot Pwr = 482 uW
Hold Path End = reg_addr_wr_out
Pin count of the biggest net entering global routing = 6
Register area share after synthesis = 72.7%
Post-Syn Instances = 10
DR vias/cell = 1.97
Pins Over Slew Limit = 0
Synthesized registers = 5
First-pass GRT wire length = 841 microns
Tightest Hold Check Type = input pin to flop
Routed length per instance = 7.89 microns
CTS sink count = 5
Mapped Area = 138 sq um
Setup TNS = 0 ps
Clk pin slew, worst setup/hold paths = 40 ps
HP Start = reg_addr_wr_in[0]
Max incr delay on CP = 290 ps
CP bufs+invs = 1
Final Hold Viols = 0
Cell Rows = 21
[placed cells by master (no fill, tap or decap)]
cell type and instances:
clkbuf_4 3, clkbuf_1 1, dlygate4sd2_1 5, clkdlybuf4s50_1 7, dfxtp_1 5, nor3b_1 5
[through the flow]
step,std cells,setup WS (ps),hold slack (ps),area (sq um)
5_1_grt,72,0.670,543,335
6_report,72,44.1,537,335
4_1_cts,72,25.9,532,335
2_1_floorplan,10,538,275,138
3_5_place_dp,68,-29.6,779,315
3_3_place_gp,68,-28.7,790,315
[worst max-delay path by stage]
| stage | from | depth (start not counted) | slack (ps) | to |
|---|---|---|---|---|
| after global routing | alu_output_out | 1 | 0.7 | alu_output_out[0] |
| final | wr_reg_out | 1 | 40 | wr_reg_out |
| after CTS | mem_to_reg_out | 1 | 30 | mem_to_reg_out |
[layer usage]
metal / GRT usage, % / up-vias / routed length, microns
met5: 0 / - / 0
met4: 0.704 / 0 / 5
met3: 2.27 / 2 / 129
met2: 2.81 / 7 / 281
met1: 1.27 / 66 / 152
li1: - / 67 / -
[cell families after synthesis]
family	Yosys count	synth area share, %
flops	5	72.7
simple gates	5	27.3
[registers in the layout, summed over array words and instances, names as in the netlist]
register / flops
alu_output_out: 1
mem_to_reg_out: 1
ram_addr_out: 1
reg_addr_wr_out: 1
wr_reg_out: 1
[timing repair]
| action | CTS | global route |
|---|---|---|
| resized | 5 | 0 |
| hold buffers | 0 | 0 |
| endpoints found under the setup margin | 5 | 0 |
[layout make-up]
| class | count | area share [%] |
|---|---|---|
| tap | 46 | 17.2 |
| clock buffer | 4 | 7.84 |
| timing repair buffer | 12 | 34.0 |
| multi-input combinational | 5 | 11.2 |
| sequential | 5 | 29.9 |
[report_power, final]
part	total, uW	leakage (uW)	internal, uW	switching [uW]
clock network	225	0.0000150	150	74.3
logic	47.6	0.0000714	36.0	11.6
registers	210	0.0000411	208	1.62
total	482	0.000127	395	87.5
No activity file was given, so power comes from the tool's default toggle rates.
